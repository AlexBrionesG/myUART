--- ./config.mk ---
export PLATFORM = sky130hd
export DESIGN_NAME = myUART
export DESIGN_NICKNAME = myUART
export VERILOG_FILES = /design/flow/design.v
export SDC_FILE = /design/flow/constraint.sdc
export NUM_CORES = 4
export LEC_CHECK = 1
export CORE_UTILIZATION = 30
--- ./constraint.sdc ---
current_design myUART

set clk_period 2.9
set clk_io_pct 0.2

create_clock -name clk0 -period $clk_period [get_ports {clk}]

set non_clock_inputs [all_inputs -no_clocks]
set_input_delay [expr $clk_period * $clk_io_pct] -clock clk0 $non_clock_inputs
set_output_delay [expr $clk_period * $clk_io_pct] -clock clk0 [all_outputs]
--- ./design.v ---
module myUART(rst, clk, st_tx, DataOUT, rxd, DataIn,rdy_Rx, rdy_Tx, txd); 
	input rst; 
	input clk;
	input st_tx;
	input [7:0]DataOUT;
	input rxd;
	output [7:0]DataIn;
	output rdy_Rx;
	output rdy_Tx;
	output txd;
	myUART_TX transmisor(rst, clk, st_tx, DataOUT, rdy_Tx, txd);
	myUART_RX receptor(rst, clk, DataIn, rdy_Rx, rxd);
endmodule
module myUART_RX(rst, clk, Data, rdy, rxd); 
	input rst, clk, rxd;
	output rdy;
	output [7:0]Data;
	reg [8:0]trama;
	wire opR, rst_synR, ecnt217, syn, ecntBaud, carryB, carry, ecntData;
	reg [11:0]cnt217;
	reg [12:0]cntBaud;
	reg [3:0]cntData;
	always @(negedge rst, posedge clk)  
		if(~rst) trama <= 0;
		else if(opR) trama <= {rxd, trama[8:1]};
	always @(negedge rst, posedge clk)  
		if(~rst) cnt217 <= 0;
		else if(syn) cnt217 <= 0;
		else if (ecnt217) cnt217 <= cnt217 + 1'b1;
	assign syn = (cnt217 == 2604)? 1'b1 : 1'b0;
	always @(negedge rst, posedge clk)  
		if(~rst) cntBaud <= 0;
		else if(carryB) cntBaud <= 0;
		else if (ecntBaud)cntBaud <= cntBaud + 1'b1;
	assign carryB = (cntBaud == 5208)? 1'b1 : 1'b0;
	always @(negedge rst, posedge clk)  
		if(~rst) cntData <= 0;
		else if(carry) cntData <= 0;
		else if (opR)cntData <= cntData + 1'b1;
	assign carry = (cntData == 9)? 1'b1 : 1'b0;
	assign Data = trama[7:0];
	reg [2:0] nxtSt;
	reg [2:0] currSt;
	always @* begin 
		nxtSt = currSt;    
		case(currSt)
			0:
			   if (~rxd)
					nxtSt = 1;
			1:	
			   if (syn)
					nxtSt = 2;
			2:
				if(carryB)
					nxtSt = 3;
				else if(carry)
					nxtSt = 4;
			3:
				nxtSt = 2;
			4: 
				if (carryB)
					nxtSt = 5;
			5:
				if (rxd)  
					nxtSt = 6;
			6:	
				nxtSt = 0;
		endcase   
	end
	always @(negedge rst, posedge clk) begin
		if (~rst) begin
			currSt <= 0;
		end
		else begin
			currSt <= nxtSt;
		end
	end
	assign opR = (currSt == 3) ? 1'b1 : 1'b0;
	assign ecnt217 = (currSt == 1) ? 1'b1 : 1'b0;
	assign ecntBaud = (currSt == 2 || currSt == 3 || currSt == 4 || currSt == 5) ? 1'b1 : 1'b0;
	assign rdy = (currSt == 6) ? 1'b1 : 1'b0;  
endmodule
module myUART_TX(rst, clk, st_tx, Data, rdy, txd);
	input rst; 
	input clk;
	input st_tx;
	input [7:0]Data;
	output rdy;
	output reg txd;
	wire rst_syn, e, opR;
	reg [12:0]cntBaud;
	wire carryB;
	always @(negedge rst, posedge clk) 
		if(~rst) cntBaud <= 0;
		else if(carryB | opR) cntBaud <= 0;
		else cntBaud <= cntBaud + 1'b1;
	assign carryB = (cntBaud == 5208)? 1'b1 : 1'b0;
	reg [3:0]sel;
	wire carryMux;
	always @(negedge rst, posedge clk)
		if(~rst) sel <= 0;
		else if(rst_syn) sel <= 0;
		else if(e) sel <= sel + 1'b1;
	assign carryMux = (sel == 10)? 1'b1 : 1'b0;  
	reg [7:0]DataR;
	always @(sel,DataR) begin  
		case(sel)
			0: txd = 1;  
			1: txd = 0;  
			2: txd = DataR[0];  
			3: txd = DataR[1];
			4: txd = DataR[2];
			5: txd = DataR[3];
			6: txd = DataR[4];
			7: txd = DataR[5];
			8: txd = DataR[6];
			9: txd = DataR[7];  
			default: txd = 1;  
		endcase
	end
	always @(negedge rst, posedge clk)  
		if(~rst) DataR <= 0;
		else if(opR) DataR <= Data;
	reg [1:0] nxtSt;
	reg [1:0] currSt;
	always @* begin 
		nxtSt = currSt;    
		case(currSt)
			0:
				if (~st_tx)
					nxtSt = 1;
			1:	
			   if (~carryMux)
					nxtSt = 2;
				else
					nxtSt = 3;
			2:
				if(carryB)
					nxtSt = 1;
			default:	
				nxtSt = 0;
		endcase   
	end
	always @(negedge rst, posedge clk) begin
		if (~rst) begin
			currSt <= 0;
		end
		else begin
			currSt <= nxtSt;
		end
	end
	assign rst_syn = (currSt == 3) ? 1'b1 : 1'b0;
	assign opR = (currSt == 0) ? 1'b1 : 1'b0;
	assign e = (currSt == 1) ? 1'b1 : 1'b0;
	assign rdy = rst_syn;
endmodule
--- ./run.sh ---
#!/bin/bash
# OpenROAD 26Q1-2900-gdf79404cd8, Yosys 0.63+post, stock flow scripts
make -C /OpenROAD-flow-scripts/flow DESIGN_CONFIG=/design/flow/config.mk WORK_HOME=/design/flow/orfs finish
==> results.yml <==
# physical design summary
logic_synthesis:
  syn_avg_cell_area_sq_um: 10.8
  yosys_warnings: 2
  aoi_share: 0.0518
  logic_family: "simple AND/OR/NAND/NOR gates"
  ys_chip_area_sq_um: 3480
  numSynthFlops: 74
  adder_share: 0.0360
  synth-edff-count: 0
  synth_area_sq_um: 3480
  seq_area_frac_synth: 0.533
  ys_cells: 323
  ys_sh_xor: 0.0856
  synth.distinct_cells: 42
  simple_gate_area_frac: 0.178
  synth-main-ff-cell: "dfrtp_1"
  async_flop_share: 1.00
  synthMuxAreaShare: 0.0683
  syn_inst: 323
sta:
  max_clock_freq_mhz: 371
  finClkSkew_ns: 0.00763
  setup-violations-final: 0
  finalSetupTns_ns: 0
  slew_headroom: 0.603
  hold_violations: 0
  finalCriticalPeriod_ns: 2.69
  maxSlewViolCount: 0
  tightest_slew_ns: 0.595
  period_used_share: 0.929
  rsz0062_at_grt: "no"
global_route:
  grt_overflow: 0
  grt_use_total: 0.116
  antenna_found_initial: 0
  grt_max_degree: 51
  grt_pass1_wl_microns: 10800
  grt_pass1_vias: 2338
floorplan:
  die_area_sq_um: 12000
  io_pins: 23
  initCoreUtil: 0.314
  die_x_microns: 110
  coreArea_sq_um: 11100
  die_h_microns: 110
  rows: 38
critical_path:
  crit_buf_inv: 2
  critical-path-slowest-cell: "dfrtp_1"
  crit_path_max_incr_delay_ns: 0.41
  crit_arrival_ns: 2.11
  critPathTopFamily: "AND-OR/OR-AND gates"
  critPathMaxFanout: 5
  worst_setup_path_start_kind: "flop"
  worstSetupPathType: "reg -> out"
  cp.required_ns: 2.32
  worstPathCellList: "inv_1, ha_1, a222oi_1, a311oi_1, a21oi_1, o21ai_0, clkdlybuf4s50_1"
  critPathCaptureType: "primary output"
  startpoint: "transmisor.sel[1]"
  rr_startpoint: "receptor.currSt[6]"
placed_design:
  place.gp.congestion: 0.823
  io_buffer_count: 22
  place_inst: 474
  hpwl_microns: 3980
drt:
  ant_nets: 0
  routed_wirelength_microns: 5950
  diodes: 0
  wl_met1_microns: 2960
  top_layer: "met4"
  viasPerCell: 4.71
  num_vias: 2309
  wl_met3_microns: 278
  drtIter0Drc: 101
  routedWlPerCell_microns: 12.1
  met2WireLength_microns: 2640
  firstDrtPassIters: 4
  drc: 0
finish:
  fillCellCount: 1047
  flop_area_sq_um: 1860
  drive_gt1_frac: 0.137
  logic_area_sq_um: 1460
  syn_to_final_growth_pct: 19.8
  instances_no_fill: 490
clock_tree:
  cts_sinks: 74
  path_clk_slew_ns: 0.06
  cts_setup_buffers: 0
  clkLatencyLatePin_ns: 0.33
  numCtsBuffers: 9
  clockBufferDepth: 2
  htree_levels: 3
  cts_root_buf: "clkbuf_16"
  cts_tree: "yes"
power:
  vdd_ir_drop_max_mv: 0.281
  power_leakage_uw: 0.00186
  powerDensity_nw_per_um2: 565
  power.total_uw: 2350
min_path:
  holdCritPathClass: "in -> async"
flow_run:
  maxCapViolCount: 0
  warnings: 31
run_status:
  status: "finished, final reports clean"
[registers in the layout, indices dropped and copies added, names as in the netlist]
register and flops:
receptor.cnt217 12, receptor.cntBaud 13, receptor.cntData 4, receptor.currSt 7, receptor.trama 9, transmisor.DataR 8, transmisor.cntBaud 13, transmisor.currSt 4
transmisor.sel 4
[layout make-up]
cell class                      count  share of cell area
Clock buffer                       10              0.0550
Inverter                           20              0.0180
Timing Repair Buffer               26              0.0619
Clock inverter                      6              0.0270
Sequential cell                    74               0.445
Multi-Input combinational cell    214               0.351
Tap cell                          140              0.0420
[layer usage]
layer,track usage,vias to the layer above
met5,0,-
met4,0.0152,0
met3,0.0302,7
met2,0.178,39
met1,0.173,1121
li1,-,1142
[timing repair]
item	4_1_cts	5_1_grt
endpoints found under the setup margin	0	1
hold buffers	0	0
resized	0	1
[where the power goes]
group	leakage (uW)	switching, uW	internal [uW]
registers	0.000986	5.06	1040
clock network	0.000167	414	843
logic	0.000705	31.0	22.4
total	0.00186	450	1900
[cell usage after synthesis (2+ instances only)]
cell type   n  area [sq um]
nor2_1     44           165
xnor2_1    21           184
mux2_2     18           203
xor2_1     13           114
dfstp_2     2          52.6
nand4_1    13          81.3
inv_1      20          75.1
or2_2       2          12.5
nand3_1    10          50.1
or4_1       3          22.5
nand2_1    19          71.3
nor3_1     10          50.1
and2_1      2          12.5
ha_1       10           125
mux2i_1     2          20.0
nor4_1      4          25.0
a21o_1      3          22.5
and3_1      3          18.8
a21oi_1     4          20.0
clkbuf_1    6          22.5
o41ai_1     2          17.5
dfrtp_1    72          1800
nor3b_1     5          37.5
o21ai_0    10          50.1
buf_4       8          60.1
[worst paths after layout]
kind / end / slack [ns] / cells after the start
max: txd / 0.21 / 7
min: transmisor.DataR[3] / 0.25 / 1
max reg2reg: receptor.cntBaud[9] / 0.92 / 5
min reg2reg: receptor.currSt[0] / 0.47 / 1
max in group asynchronous: receptor.currSt[0] / 1.94 / 2
min in group clk0: receptor.currSt[0] / 0.47 / 1
[placed cells by master (no fill, tap or decap), types with 4 or more instances in the layout]
cell type / netlist / final
a21oi_1: 4 / 4
clkbuf_16: 0 / 9
clkdlybuf4s50_1: 0 / 21
dfrtp_1: 72 / 71
ha_1: 10 / 10
inv_1: 20 / 20
mux2_2: 18 / 18
nand2_1: 19 / 19
nand3_1: 10 / 10
nand4_1: 13 / 13
nor2_1: 44 / 44
nor3_1: 10 / 10
nor3b_1: 5 / 5
nor4_1: 4 / 4
o21ai_0: 10 / 10
xnor2_1: 21 / 21
xor2_1: 13 / 13
[through the flow]
stage                     setup WS, ns  area [sq um]  hold WS [ns]  utilization
after floorplan                   1.03          3480         0.284            -
after global placement           0.585          3820         0.458        0.345
after detailed placement         0.519          3820         0.455        0.345
after CTS                        0.158          4170         0.255        0.376
after global routing            0.0258          4170         0.277        0.376
final                            0.207          4170         0.246        0.376
[cells by family (layout without fill, tap and decap cells)]
| logic type | Yosys count | count (layout) |
|---|---|---|
| adder cells (fa/ha/maj) | 10 | 10 |
| XOR/XNOR | 34 | 34 |
| AND/OR/NAND/NOR | 122 | 122 |
| buffers and inverters | 35 | 62 |
| multiplexers | 21 | 21 |
| AND-OR/OR-AND | 27 | 27 |
| flip-flops | 74 | 74 |
Power and IR drop assume default switching activity.
